[design/flow/config.mk]
export PLATFORM = sky130hd
export DESIGN_NAME = division
export DESIGN_NICKNAME = division
export VERILOG_FILES = /design/flow/design.v
export SDC_FILE = /design/flow/constraint.sdc
export NUM_CORES = 4
export LEC_CHECK = 1
export CORE_UTILIZATION = 40
[design/flow/constraint.sdc]
current_design division

set clk_period 37.0
set clk_io_pct 0.2

create_clock -name clk0 -period $clk_period

set non_clock_inputs [all_inputs -no_clocks]
set_input_delay [expr $clk_period * $clk_io_pct] -clock clk0 $non_clock_inputs
set_output_delay [expr $clk_period * $clk_io_pct] -clock clk0 [all_outputs]
[design/flow/design.v]
`timescale 1ns / 1ps
module division(divisor, dividend, remainder, result);
input [7:0] divisor, dividend;
output reg [7:0] result, remainder;
integer i;
reg [7:0] divisor_copy, dividend_copy;
reg [7:0] temp;
always @(divisor or dividend)
begin
	divisor_copy = divisor;
	dividend_copy = dividend;
	temp = 0; 
	for(i = 0;i < 8;i = i + 1)
	begin
		temp = {temp[6:0], dividend_copy[7]};
		dividend_copy[7:1] = dividend_copy[6:0];
		temp = temp - divisor_copy;
		if(temp[7] == 1)
		begin
			dividend_copy[0] = 0;
			temp = temp + divisor_copy;
		end
		else
		begin
			dividend_copy[0] = 1;
		end
	end
	result = dividend_copy;
	remainder = dividend - (divisor_copy*dividend_copy);
end
endmodule
[design/flow/run.sh]
#!/bin/bash
# OpenROAD 26Q1-2900-gdf79404cd8, Yosys 0.63+post, stock flow scripts
make -C /OpenROAD-flow-scripts/flow DESIGN_CONFIG=/design/flow/config.mk WORK_HOME=/design/flow/orfs finish
==> deck_impl_summary.md <==
Key Metrics from the Run

Status
  – Result of the run: finished clean

Worst setup path
  – Largest fanout on the critical path: 12
  – Buffers and inverters on the worst path: 12
  – Crit Path Category: input port to output port
  – Crit-path max cell delay: 570 ps
  – Crit end category: output port
  – Worst Path Required: ~30000 ps
  – Slowest CP cell: or4_4
  – WP data arrival: 28140 ps
  – Worst Setup Start Kind: input port
  – CP top delay family: AND-OR/OR-AND gates
  – Crit path top cell by count: xnor2_1

Synthesis
  – Yosys chip area: between 5000 and 6000 um^2
  – Cells after synthesis: 727
  – Cell Type Count: between 70 and 80
  – Seq share, synth: 0%
  – Synth Cell Area: approximately 5600 um^2
  – Syn_area_per_cell: ~7.6 um^2
  – Yosys warning count: 1
  – Ys cells: ~730

Global routing
  – Antenna violations before repair: 0
  – Global-route wire length before repair: ~24 mm
  – Gr usage total: a little over a fifth
  – Congestion Overflow GR: 0
  – Vias in the first global route: around 4700
  – Pin count of the biggest net entering global routing: 24

Floorplanning
  – Die Y: 120 um
  – Core Util at FP: between 40% and 50%
  – Die Area: 14400 um^2
  – # rows: roughly 42
  – I/O pin count: 32
  – Core ar.: roughly 13000 um^2
  – Die W: between 100 and 150 um

Final timing
  – Tcrit/Tclk final: 96.0%
  – Rel. slew slack: between 40% and 50%
  – FMAX: between 20 and 30 MHz
  – Hold Vio Cnt, Final: 0
  – Period minus WS final: approximately 36000 ps
  – Fin. max-slew vios: 0
  – Final setup viols: 0
  – Worst Max-Slew Pin Slew: slightly below 800 ps

Finish
  – FF+latch area: 0 um^2
  – Util after Layout: a little under half
  – Filler cells: approximately 1300
  – Clkbuf count: 0
  – Share of layout cells above drive strength 1: 11.1%
  – Area grow syn2layout: 15.5%
  – Final non-filler cell area: around 6400 um^2
  – Flop Count: 0

Clock tree
  – Hold_buf cts: 0

Drt
  – Pre-antenna DRT Iters: 4
  – DR WL/cell: 14.9 um
  – # DRC: 0
  – Final antenna-violating net count: 0
  – N_diodes: 0
  – DRT iter0 DRCs: roughly 160
  – WL final: between 10 and 15 mm
  – Vias per inst: between 5 and 6
  – Routed vias: around 5000

Run
  – Number of max-cap violations: 0
  – Log Warnings: between 40 and 50

Place
  – Hpwl dp: between 10 and 15 mm
  – Dpl cell area: around 6200 um^2
  – Port bufs: 32
  – Routability cong.: 0.895

Worst hold path
  – Worst Hold Class: input port to output port
## cells by family (layout without fill, tap and decap cells)
family	after synthesis	count (layout)	synth area share, %
AOI/OAI and AO/OA	179	179	21.7
and+or+nand+nor	193	193	16.9
muxes	11	11	2.23
xor gates and xnor gates	104	104	16.7
adders and majority gates	139	139	35.4
buffers and inverters	101	150	7.14
## cell usage in the layout (no fill, tap or decap), drive strengths merged, types with 11 or more instances in the layout
cell type,n
nor3,12
xor2,29
nand2,52
o21bai,11
nor2,62
fa,30
o21ai,41
buf,30
clkdlybuf4s50,31
inv,87
xnor2,75
ha,109
nor2b,14
a21o,20
a21oi,53
## synth_stat cells, types with 5 or more instances
master,n,share of area [%]
inv_1,84,5.7
nor2b_1,14,1.6
clkbuf_1,8,0.54
fa_1,30,11
nor3b_1,5,0.68
and3_1,6,0.68
ha_1,109,25
nand3_1,6,0.54
o21bai_1,11,1.5
and2_1,9,1.0
nand2b_1,7,0.79
a21oi_1,52,4.7
nor2_1,62,4.2
o21ai_0,39,3.5
xor2_1,29,4.6
nand2_1,51,3.4
nor3_1,12,1.1
mux2_2,6,1.2
xnor2_1,73,12
o21a_1,9,1.2
a21o_1,20,2.7
## area by class of cell
type	instances	area (um^2)	share of cell area, %
timing repair buffer	62	552	8.60
tap	176	220	3.43
multi-input combinational	626	5310	82.8
inverter	88	330	5.15
## stage by stage
step	TNS [ps]	cells	setup WS [ps]	hold slack, ps
after floorplan	0	727	1250	14830
after global placement	-382	945	-382	15950
after detailed placement	-543	945	-543	15950
after CTS	0	951	29.7	15960
after global routing	-15.1	952	-15.1	16010
final	0	952	1460	15950
## what timing repair did
action,CTS,global route
pin swaps,3,7
setup buffers,6,1
gates resized,6,35
setup endpoints to repair,1,6
## final timing paths
check	start	to	slack, ps	depth (start not counted)
min	dividend[3]	remainder[0]	15950	3
max	dividend[7]	remainder[7]	1460	109
## per-layer routing
metal / share of wire [%] / GRT usage [%] / vias to the layer above / routed length (um)
met3: 3.8 / 1.26 / 18 / 535
met5: 0 / 0 / - / 0
met1: 49 / 31.7 / 2261 / 6900
li1: - / - / 2610 / -
met2: 46 / 34.1 / 88 / 6500
met4: 2.0 / 4.14 / 0 / 282
